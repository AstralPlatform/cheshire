$ cat design/flow/run.sh
#!/bin/bash
# OpenROAD 26Q1-2900-gdf79404cd8, Yosys 0.63+post, stock flow scripts
make -C /OpenROAD-flow-scripts/flow DESIGN_CONFIG=/design/flow/config.mk WORK_HOME=/design/flow/orfs finish
$ cat design/flow/config.mk
export PLATFORM = sky130hd
export DESIGN_NAME = fan_ctrl
export DESIGN_NICKNAME = fan_ctrl
export VERILOG_FILES = /design/flow/design.v
export SDC_FILE = /design/flow/constraint.sdc
export NUM_CORES = 4
export LEC_CHECK = 1
export CORE_AREA = 10 10 75 75
export DIE_AREA = 0 0 85 85
$ cat design/flow/constraint.sdc
current_design fan_ctrl

set clk_period 2.9
set clk_io_pct 0.2

create_clock -name clk0 -period $clk_period [get_ports {clk_i}]

set non_clock_inputs [all_inputs -no_clocks]
set_input_delay [expr $clk_period * $clk_io_pct] -clock clk0 $non_clock_inputs
set_output_delay [expr $clk_period * $clk_io_pct] -clock clk0 [all_outputs]
$ cat design/flow/design.v
module fan_ctrl (
    input  logic       clk_i,
    input  logic       rst_ni,
    input  logic [3:0] pwm_setting_i,
    output logic       fan_pwm_o
);
    logic [3:0]  ms_clock_d, ms_clock_q;
    logic [11:0] cycle_counter_d, cycle_counter_q;
    always_comb begin
        cycle_counter_d = cycle_counter_q + 1;
        ms_clock_d = ms_clock_q;
        if (cycle_counter_q == 49) begin
            cycle_counter_d = 0;
            ms_clock_d = ms_clock_q + 1;
        end
        if (ms_clock_q == 15) begin
            ms_clock_d = 0;
        end
    end
    always_comb begin
        if (ms_clock_q < pwm_setting_i) begin
            fan_pwm_o = 1'b1;
        end else begin
            fan_pwm_o = 1'b0;
        end
    end
    always_ff @(posedge clk_i or negedge rst_ni) begin
        if (~rst_ni) begin
            ms_clock_q      <= '0;
            cycle_counter_q <= '0;
        end else begin
            ms_clock_q      <= ms_clock_d;
            cycle_counter_q <= cycle_counter_d;
        end
    end
endmodule
==> CHANGELOG.md <==
## Implementation

- Dominant flop cell: dfrtp_1
- Ant. Diodes: 0
- Number of cells in Yosys stat: roughly 76
- Synth top cells by count: dfrtp_1 (16), nor2_1 (9), xnor2_1 (7)
- Crit end category: output pin
- CTS tree: built
- Post-synth seq share: 48.1%
- Rows: 23
- Top non-seq family: simple AND/OR/NAND/NOR gates
- Clock net sink count: 16
- Least-Margin Pin Slew: roughly 0.71 ns
- Slowest stage delay, CP: 0.45 ns
- Critical path's top delay family: buffers and inverters
- EDFF count, synth: 0
- Placed Instances: 132
- Die area: between 7000 and 8000 um^2
- Crit path max-delay cell type: clkdlybuf4s50_1
- DR pass1 iterations: 2
- CTS H-tree lvls: 1
- DPL Wire Length: between 1 and 1.5 mm
- Post-cts resize count: 0
- Max Clock Freq: ~410 MHz
- WP buf/inv: 3
- RSZ-0062 raised after global routing: no
- Via count: about 580
- Synth area leader: dfrtp_1
- Placed inst area: roughly 950 um^2
- Floorplan Utilization: 20.5%
- Buffers on Ports: 6
- Total global-route track usage: between 4 and 5%
- Hold Path Class: flip-flop to flip-flop
- Yosys top cell by instances: dfrtp_1
- Synthesized area: about 830 um^2
- Top cells by area: dfrtp_1 (48%), ha_1 (9.0%), xnor2_1 (7.4%)
- Log Warnings: 26
- Final core utilization: between 20 and 30%
- Setup Total Neg Slack: 0 ns
- Die X: between 80 and 90 um
- Crit Path Category: input port to output pin
- Vias in the first global route: roughly 560
- Layout cell share with drive strength beyond 1: a little under an eighth
- Pwr Density: 426 nW/um^2
- Critical Path Most Common Cell: a21o_1
- Number of DRC markers in iteration 0: roughly 42
- Yosys chip area: about 830 um^2
- Core Box Area: just over 4000 um^2
- Max Cap Viol: 0
- Final wirelength: roughly 1.4 mm
- Hold Fails Final Rpt: 0
- Simple Share, Synth: approximately a fifth
- Ys async rst share: around 100%
- Worst setup SP type: input port
- CTS buffer count: 3
- Arr. time, crit path: 1.88 ns
- Worst-path fanout max: 1
- CP cell instances: clkdlybuf4s50_1 -> inv_1 -> ha_1 -> a21o_1 -> a21o_1 -> a21oi_2 -> dlymetal6s2s_1
- Status: finished, final reports clean
- Root Driver: clkbuf_8
- CP required: roughly 2.3 ns
- Synth cell types: 26
- Post-CTS setup buffers: 0
- Cells after Synth: about 76
- Syn Area/Cell: 10.9 um^2
- Largest net degree at the start of global routing: 17
- Adder share: between 9 and 10%
- Lkg Pwr: approximately 0.5 nW
- Top cell type's share of synthesized area: about half
- Post-route cell area: 1020 um^2
- Avg WL per Cell: 10.4 um
- Clock transition at path regs: approximately 0.06 ns
- Initial antenna violation count: 0
- XOR/XNOR share of the synthesized area: roughly 12%
- Die height: approximately 85 um
- Fin. max-slew vios: 0
- Area Overhead vs Synth: 22.1%
- I/O pin count: 7
- Clock Skew: between 0.0009 and 0.001 ns
- CTS Hold Buffers Added: 0
- Post-route ant nets: 0
- Tmin final: 2.46 ns
- Relative slew slack: between 50% and 60%
- GPL Wtd Cong: between 0.8 and 0.9
- Global-route wire length before repair: around 2.6 mm
- VDD IR max: approximately 190 uV
- DR vias/cell: between 4 and 5
- Final Non-Filler Cells: 136
- Worst-Skew Late Latency: around 0.25 ns
- Flops after synth: 16
- Grt total ovfl: 0
- Setup Viol. Count Final: 0
- Warnings from Yosys: 1
- MUX share of area: approximately 1.8%
- DRC Markers: 0
- Cycle use final: between 80 and 90%
- AO/OA Area Share: around 8%
- Clk buf depth: 2
layout make-up:
type | count | area (um^2)
sequential | 16 | 400
tap | 50 | 62.6
inverter | 5 | 18.8
fill | 423 | 3040
clock buffer | 4 | 55.1
timing repair buffer | 6 | 62.6
multi-input combinational | 55 | 417
routing by layer:
layer,part of all wire (%),global-route usage [%],wire length (um),vias up
met1,51,5.67,714,286
li1,-,-,-,286
met4,0,0.299,0,0
met3,5.9,1.83,84,0
met2,44,5.72,615,7
met5,0,0,0,-
cell families after synthesis:
group	Yosys count
buffers and inverters	5
adders and majority gates	6
AOI/OAI and AO/OA	9
muxes	1
xor gates and xnor gates	11
DFF	16
and+or+nand+nor	28
stage by stage:
step	setup WS [ns]	hold WS, ns	total power [mW]
after floorplan	1.05	0.284	0.231
after global placement	0.0336	0.463	0.242
after detailed placement	0.0209	0.462	0.243
after CTS	0.0206	0.470	0.440
after global routing	0.355	0.474	0.450
final	0.439	0.462	0.433
cells in the final DEF (no fill, tap or decap), drive strengths merged:
master	synthesis	layout
a21o	3	3
nand3	3	3
o21ai	2	2
nand2b	1	1
dlymetal6s2s	0	1
nor2b	1	1
nand4	3	3
inv	5	5
nand4b	1	1
nor4	1	1
ha	6	6
or4	1	1
a22o	1	1
dfrtp	16	16
clkdlybuf4s50	0	5
nor3	2	2
or3	1	1
clkbuf	0	4
nor2	9	9
xnor2	7	7
xor2	4	4
mux2	1	1
and3	1	1
a31oi	2	2
nand2	3	3
and3b	1	1
a21oi	1	1
registers in the layout, indices dropped and copies added, names as in the netlist:
signal,cells
ms_clock_q,4
cycle_counter_q,12
power by group:
| group | switching, mW | internal [mW] | leakage (nW) | total [mW] |
|---|---|---|---|---|
| clock network | 0.0742 | 0.120 | 0.0288 | 0.194 |
| logic | 0.00671 | 0.00834 | 0.268 | 0.0150 |
| registers | 0 | 0.223 | 0.214 | 0.223 |
worst paths after layout:
kind | slack, ns | endpoint | from | cells after the start
setup / recovery | 0.44 | fan_pwm_o | pwm_setting_i[1] | 7
hold / removal | 0.46 | cycle_counter_q[11] | cycle_counter_q[11] | 1
setup reg to reg | 1.09 | ms_clock_q[1] | cycle_counter_q[3] | 4
hold reg to reg | 0.46 | cycle_counter_q[11] | cycle_counter_q[11] | 1
max in group asynchronous | 1.70 | cycle_counter_q[7] | rst_ni | 1
min in group asynchronous | 0.76 | ms_clock_q[1] | rst_ni | 1
Power figures rest on the tool's default switching activity, not on a simulated workload.
